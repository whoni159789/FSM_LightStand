==> /design/flow/design.v <==
`timescale 1ns / 1ps
module ButtonController(
    input i_clk,
    input i_reset,
    input i_button,
    output o_button
    );
    parameter   PUSHED = 1'b1,
                RELEASED = 1'b0,
                TRUE = 1'b1,
                FALSE = 1'b0;
    parameter   DEBOUNCE = 1_000_000;
    reg r_prevState = RELEASED; 
    reg r_button;
    reg [31:0] r_counter = 0;
    assign o_button = r_button;
    always @(posedge i_clk or posedge i_reset) begin
        if(i_reset) begin
            r_prevState <= RELEASED;
            r_button <= FALSE;
            r_counter <= 0;
        end
        else begin
            if (i_button == PUSHED && r_prevState == RELEASED && r_counter < DEBOUNCE) begin
                r_counter <= r_counter + 1;
                r_button <= FALSE;
            end
            else if (i_button == PUSHED && r_prevState == RELEASED && r_counter == DEBOUNCE) begin
                r_counter <= 0;
                r_prevState <= PUSHED;
                r_button <= FALSE;
            end
            else if (i_button == RELEASED && r_prevState == PUSHED && r_counter < DEBOUNCE) begin
                r_counter <= r_counter + 1;
                r_button <= FALSE;
            end
            else if (i_button == RELEASED && r_prevState == PUSHED && r_counter == DEBOUNCE) begin
                r_counter <= 0;
                r_prevState <= RELEASED;
                r_button <= TRUE;
            end
            else begin
                r_button <= FALSE;
            end
        end
    end
endmodule
`timescale 1ns / 1ps
module ClockDivider(
    input i_clk,
    input i_reset,
    output o_clk
    );
    reg r_clk = 1'b0;
    reg [5:0] r_counter = 0;
    assign o_clk = r_clk;
    always @(posedge i_clk or posedge i_reset) begin
        if(i_reset) begin
            r_clk <= 1'b0;
            r_counter <= 0;
        end
        else begin
            if(r_counter == 49) begin
                r_clk <= ~r_clk;
                r_counter <= 0;
            end
            else begin
                r_counter <= r_counter + 1;
            end
        end
    end
endmodule
`timescale 1ns / 1ps
module Comparator(
    input [9:0] i_counter,
    output o_light_0, o_light_1, o_light_2, o_light_3, o_light_4
    );
    assign o_light_0 = (i_counter < 0)   ? 1'b1 : 1'b0;
    assign o_light_1 = (i_counter < 100) ? 1'b1 : 1'b0;
    assign o_light_2 = (i_counter < 400) ? 1'b1 : 1'b0;
    assign o_light_3 = (i_counter < 700) ? 1'b1 : 1'b0;
    assign o_light_4 = (i_counter < 999) ? 1'b1 : 1'b0;
endmodule
`timescale 1ns / 1ps
module Counter(
    input i_clk,
    input i_reset,
    output [9:0] o_counter
    );
    reg [9:0] r_counter = 0;
    assign o_counter = r_counter;
    always @(posedge i_clk or posedge i_reset) begin
        if(i_reset) begin
            r_counter <= 0;
        end
        else begin
            if(r_counter == 999) begin
                r_counter <= 0;
            end
            else begin
                r_counter <= r_counter + 1;
            end
        end
    end
endmodule
`timescale 1ns / 1ps
module FSM_Light(
    input i_clk,
    input i_reset,
    input [2:0] i_button,
    output [2:0] o_lightState
    );
    parameter   LIGHT_0 = 3'd0,
                LIGHT_1 = 3'd1,
                LIGHT_2 = 3'd2,
                LIGHT_3 = 3'd3,
                LIGHT_4 = 3'd4;
    reg [2:0] r_curState = LIGHT_0, r_nextState;
    reg [2:0] r_lightState;
    assign o_lightState = r_lightState;
    always @(posedge i_clk or posedge i_reset) begin
        if (i_reset)    r_curState <= LIGHT_0;
        else            r_curState <= r_nextState;
    end
    always @(r_curState, i_button) begin
        r_nextState <= LIGHT_0;
        case (r_curState)
            LIGHT_0 : begin
                if(i_button[0])         r_nextState <= LIGHT_1;
                else                    r_nextState <= LIGHT_0;
            end
            LIGHT_1 : begin
                if(i_button[0])         r_nextState <= LIGHT_2;
                else if(i_button[1])    r_nextState <= LIGHT_0;
                else if(i_button[2])    r_nextState <= LIGHT_0;
                else                    r_nextState <= LIGHT_1;
            end
            LIGHT_2 : begin
                if(i_button[0])         r_nextState <= LIGHT_3;
                else if(i_button[1])    r_nextState <= LIGHT_1;
                else if(i_button[2])    r_nextState <= LIGHT_0;
                else                    r_nextState <= LIGHT_2;
            end
            LIGHT_3 : begin
                if(i_button[0])         r_nextState <= LIGHT_4;
                else if(i_button[1])    r_nextState <= LIGHT_2;
                else if(i_button[2])    r_nextState <= LIGHT_0;
                else                    r_nextState <= LIGHT_3;
            end
            LIGHT_4 : begin
                if(i_button[1])         r_nextState <= LIGHT_3;
                else if(i_button[2])    r_nextState <= LIGHT_0;
                else                    r_nextState <= LIGHT_4;
            end
        endcase
    end
    always @(r_curState) begin
        r_lightState <= 3'b000;
        case(r_curState)
            LIGHT_0 : r_lightState <= 3'd0;
            LIGHT_1 : r_lightState <= 3'd1;
            LIGHT_2 : r_lightState <= 3'd2;
            LIGHT_3 : r_lightState <= 3'd3;
            LIGHT_4 : r_lightState <= 3'd4;
        endcase
    end
endmodule
`timescale 1ns / 1ps
module FSM_LightStand(
    input i_clk,
    input i_reset,
    input [2:0] i_button,
    output o_pwm_light
    );
    wire w_clk;
    ClockDivider clkdiv(
        .i_clk(i_clk),
        .i_reset(i_reset),
        .o_clk(w_clk)
    );
    wire [9:0] w_counter;
    Counter count(
        .i_clk(w_clk),
        .i_reset(i_reset),
        .o_counter(w_counter)
    );
    wire [4:0] w_light;
    Comparator comp(
        .i_counter(w_counter),
        .o_light_0(w_light[0]),
        .o_light_1(w_light[1]), 
        .o_light_2(w_light[2]), 
        .o_light_3(w_light[3]), 
        .o_light_4(w_light[4])
    );
    wire [2:0] w_button;
    ButtonController UpBTN(
        .i_clk(i_clk),
        .i_reset(i_reset),
        .i_button(i_button[0]),
        .o_button(w_button[0])
    );
    ButtonController DownBTN(
        .i_clk(i_clk),
        .i_reset(i_reset),
        .i_button(i_button[1]),
        .o_button(w_button[1])
    );
    ButtonController OffBTN(
        .i_clk(i_clk),
        .i_reset(i_reset),
        .i_button(i_button[2]),
        .o_button(w_button[2])
    );
    wire [2:0] w_lightState;
    FSM_Light fsm_led(
        .i_clk(i_clk),
        .i_reset(i_reset),
        .i_button(w_button),
        .o_lightState(w_lightState)
    );
    MUX pwmsel(
        .i_x(w_light),
        .sel(w_lightState),
        .o_y(o_pwm_light)
    );
endmodule
`timescale 1ns / 1ps
module MUX(
    input [4:0] i_x,
    input [2:0] sel,
    output o_y
    );
    reg r_y;
    assign o_y = r_y;
    always @(*) begin
        r_y = 1'b0;
        case (sel)
            3'd0 : r_y = i_x[0];
            3'd1 : r_y = i_x[1];
            3'd2 : r_y = i_x[2];
            3'd3 : r_y = i_x[3];
            3'd4 : r_y = i_x[4];
        endcase
    end
endmodule
==> /design/flow/run.sh <==
#!/bin/bash
# OpenROAD 26Q1-2900-gdf79404cd8, Yosys 0.63+post, stock flow scripts
make -C /OpenROAD-flow-scripts/flow DESIGN_CONFIG=/design/flow/config.mk WORK_HOME=/design/flow/orfs finish
==> /design/flow/config.mk <==
export PLATFORM = sky130hd
export DESIGN_NAME = FSM_LightStand
export DESIGN_NICKNAME = FSM_LightStand
export VERILOG_FILES = /design/flow/design.v
export SDC_FILE = /design/flow/constraint.sdc
export NUM_CORES = 4
export LEC_CHECK = 1
export CORE_UTILIZATION = 40
==> /design/flow/constraint.sdc <==
current_design FSM_LightStand

set clk_period 3.8
set clk_io_pct 0.2

create_clock -name clk0 -period $clk_period [get_ports {i_clk}]

set non_clock_inputs [all_inputs -no_clocks]
set_input_delay [expr $clk_period * $clk_io_pct] -clock clk0 $non_clock_inputs
set_output_delay [expr $clk_period * $clk_io_pct] -clock clk0 [all_outputs]
==> flow_metrics.py <==
# Physical implementation metrics
metrics = {
    "outcome": {
        "outcome": "finished clean",
    },
    "min_path": {
        "hold_start": "UpBTN.r_counter[31]",
        "hp-class": "reg -> reg",
    },
    "timing": {
        "untimed_endpoints": 10,
        "rsz0062_at_grt": "false",
        "finalMaxSlewViolations": 0,
        "period_needed_ns": 2.68,
        "relSlewSlack_pct": 60.8,
        "period_used_pct": 70.7,
        "hold_viol_final": 0,
        "fin_ws_ns": 1.12,
        "unclocked_pins": 10,
        "tns_ns": 0,
        "setup-violations-final": 0,
        "clock_skew_ns": 0.00477,
        "tightest_slew_ns": 0.583,
        "fmaxAchievable_mhz": 372,
    },
    "setup_path": {
        "crit_type": "reg -> out",
        "startpoint": "fsm_led.r_curState[0]",
        "critPathArrivalTime_ns": 1.92,
        "crit_path_start_kind": "flip-flop",
        "crit_fanout": 9,
        "endpoint_kind": "output pin",
        "r2r-start": "DownBTN.r_counter[12]",
        "required_ns": 3.04,
    },
    "cts": {
        "cts_tree": "done",
        "cts_root_buf": "clkbuf_16",
        "worstSkewPairLatency_ns": 0.35,
        "cts_setup_buffers": 0,
        "max-clock-path-buffers": 2,
        "cts_made_buffers": 9,
        "cts_resized": 0,
        "htreeDepth": 3,
        "cts_hold_buffers": 0,
        "clkTransAtPathRegs_ns": 0.07,
    },
    "drt": {
        "drt_iter0_markers": 285,
        "dr.pass1.iters": 4,
        "vias_per_cell": 5.42,
        "drt_wl_total_um": 9520,
        "antenna_violating_nets_post_route": 0,
        "wl_per_cell_um": 13.6,
        "antenna_cells": 0,
        "num_vias": 3790,
        "drc": 0,
    },
    "synthesis": {
        "synth_flops": 122,
        "yosys-top-cells-area": "dfrtp_1 54%, xnor2_1 4.6%, xor2_1 3.5%",
        "ys.warnings.count": 5,
        "most_common_cell": "dfrtp_1",
        "netlist.area_leader.share_pct": 53.6,
        "largest_area_cell": "dfrtp_1",
        "yosys-stat-area_um2": 5690,
        "postSynthSeqShare_pct": 53.6,
        "synthCells": 546,
        "synthTopCellsByCount": "122 x dfrtp_1, 46 x clkbuf_1, 40 x nand2_1, 40 x nor2_1, 30 x xnor2_1",
        "ys_async_sr_fraction_pct": 100,
        "synthDistinctLibCells": 61,
        "syn-mean-instance-area_um2": 10.4,
        "syn_area_um2": 5690,
        "ff_type": "dfrtp_1",
        "edf_count": 0,
        "ys_cells": 546,
    },
    "floorplanning": {
        "ios": 6,
        "die_h_um": 121,
        "die-area_um2": 14700,
        "rows": 43,
        "fp_util_pct": 41.0,
        "coreArea_um2": 13900,
        "die_w_um": 121,
    },
    "power_and_ir_drop": {
        "vdd_drop_max_mv": 0.198,
        "p_per_area_nw_per_um2": 407,
        "leakagePower_nw": 2.73,
    },
    "layout": {
        "utilization_pct": 43.7,
        "register_area_um2": 3050,
        "drive_gt1_share_pct": 6.94,
        "syn2layout_area_growth_pct": 6.46,
        "fillCellCount": 1226,
        "logic_area_um2": 2380,
    },
    "global_route": {
        "grt_pass1_wl_um": 17200,
        "grtUsageMet3_pct": 2.50,
        "grt-ovfl-total": 0,
        "antenna_found_initial": 0,
        "grt_util_met2_pct": 21.6,
        "grt_max_degree": 100,
        "grt_pass1_vias": 3647,
        "grt_usage_pct": 14.7,
        "grt-busiest-layer": "met1",
        "use_met1_pct": 24.0,
    },
    "placed_design": {
        "dpl_worst_slack_ns": 1.11,
        "port_buffers": 5,
        "place_hpwl_um": 6530,
        "gp_congestion": 0.858,
    },
    "job": {
        "warnings": 29,
        "maxCapViolCount": 0,
    },
}
[metal layers]
metal	vias up	part of all wire (%)
li1	1869	-
met1	1847	51
met2	60	44
met3	14	3.6
met4	0	1.9
met5	-	0
[through the flow]
stage               hold WS [ns]  instances  total power, W  instance area [um2]
detailed placement         0.358        683         0.00163                 5790
CTS                        0.374        699         0.00250                 6060
finish                     0.368        699         0.00247                 6060
global route               0.379        699         0.00260                 6060
floorplan                  0.421        546         0.00156                 5700
global placement           0.357        683         0.00162                 5790
[worst max-delay path, stage by stage, from the launching register on]
cell and delay [ns]:
dfrtp_1 0.47, nor3b_1 0.36, o21ai_0 0.14, nand4_1 0.14, clkdlybuf4s50_1 0.47
[report_power, final]
group	internal (W)	leakage, nW	total [W]	switching, W
clock network	0.000441	0.132	0.000855	0.000414
registers	0.00128	1.63	0.00139	0.000114
logic	0.000102	0.972	0.000220	0.000118
[state kept, by name, summed over array words and instances, names as in the netlist]
name and count:
OffBTN.r_prevState 1, UpBTN.r_button 1, UpBTN.r_prevState 1, count.r_counter 10, OffBTN.r_button 1, OffBTN.r_counter 32, DownBTN.r_button 1, UpBTN.r_counter 32
clkdiv.r_counter 6, DownBTN.r_counter 32, DownBTN.r_prevState 1, fsm_led.r_curState 3, clkdiv.r_clk 1
[layout make-up]
| type | instances | area share (%) |
|---|---|---|
| repair buffers | 7 | 1.28 |
| inverters | 14 | 0.929 |
| multi-input cells | 360 | 39.3 |
| clock buffers | 10 | 3.78 |
| well taps | 180 | 3.72 |
| clock inverters | 6 | 0.599 |
| flip-flops and latches | 122 | 50.4 |
[kinds of logic after synthesis]
kind of cell / after synthesis / share of synthesized area [%]
and+or+nand+nor: 223 / 22.1
buffers and inverters: 64 / 4.51
muxes: 6 / 1.14
xor gates and xnor gates: 53 / 8.16
adders and majority gates: 9 / 1.98
AOI/OAI and AO/OA: 69 / 8.51
DFF: 122 / 53.6
[final timing paths]
check	cells past startpoint	slack [ns]	end
setup / recovery	4	1.12	o_pwm_light
hold / removal	0	0.37	UpBTN.r_counter[31]
max in group asynchronous	3	2.16	UpBTN.r_counter[19]
min in group asynchronous	2	0.80	DownBTN.r_prevState
hold reg to reg	0	0.37	UpBTN.r_counter[31]
setup reg to reg	5	1.53	DownBTN.r_counter[15]
[cell usage in the layout, fill, tap and decap left out, types with 9 or more instances in the layout]
| cell type | Yosys | layout |
|---|---|---|
| inv_1 | 14 | 13 |
| nor3_1 | 10 | 10 |
| nand4_1 | 25 | 25 |
| nor4_1 | 12 | 12 |
| clkbuf_16 | 0 | 9 |
| xnor2_1 | 30 | 30 |
| and3_1 | 14 | 14 |
| dfrtp_1 | 122 | 122 |
| xor2_1 | 23 | 23 |
| nor2_1 | 40 | 40 |
| ha_1 | 9 | 9 |
| nand3_1 | 29 | 29 |
| o21ai_0 | 16 | 16 |
| and4_1 | 10 | 10 |
| nand2_1 | 40 | 40 |
| a21oi_1 | 9 | 9 |
Power is estimated from default activity; no workload was simulated.
